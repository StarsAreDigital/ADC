--- ./run.sh ---
#!/bin/bash
# OpenROAD 26Q1-2900-gdf79404cd8, Yosys 0.63+post, stock flow scripts
make -C /OpenROAD-flow-scripts/flow DESIGN_CONFIG=/design/flow/config.mk WORK_HOME=/design/flow/orfs finish
--- ./config.mk ---
export PLATFORM = sky130hd
export DESIGN_NAME = Registers
export DESIGN_NICKNAME = Registers
export VERILOG_FILES = /design/flow/design.v
export SDC_FILE = /design/flow/constraint.sdc
export NUM_CORES = 4
export LEC_CHECK = 1
export CORE_UTILIZATION = 40
--- ./constraint.sdc ---
current_design Registers

set clk_period 42.8
set clk_io_pct 0.2

create_clock -name clk0 -period $clk_period

set non_clock_inputs [all_inputs -no_clocks]
set_input_delay [expr $clk_period * $clk_io_pct] -clock clk0 $non_clock_inputs
set_output_delay [expr $clk_period * $clk_io_pct] -clock clk0 [all_outputs]
--- ./design.v ---
module Registers (
	input [4:0] readAddr1_i,
	input [4:0] readAddr2_i,
	input [4:0] writeAddr_i,
	input [31:0] dataWrite_i,
	input writeEnable_i,
	output reg [31:0] dataRead1_o,
	output reg [31:0] dataRead2_o
);
	reg [31:0] memory [0:31];
	initial memory[0] = 32'b0;
	always @(*) begin
		if (writeEnable_i && writeAddr_i != 5'b0) begin
			memory[writeAddr_i] = dataWrite_i;	
		end
		dataRead1_o = memory[readAddr1_i];
		dataRead2_o = memory[readAddr2_i];
	end
endmodule
==> results.toml <==
# flow metrics
[status]
status = "stopped before the end"
stop_stage = "global routing (5_1_grt)"
firstError = "[ERROR GRT-0116] Global routing finished with congestion. Check the congestion regions in the DRC Viewer."

[place]
portBuffers = 112
gp_congestion = 1.36
dp_hpwl_mm = 319
dpl_cell_area_sq_um = 52000
dp_slack_ns = 19.75

[grt]
grt_usage_pct = 82.7
grt_first_pass_wirelength_mm = 619
grt_overflow = 33
grt_max_degree = 44
grt_pass1_vias = 61470

[yosys]
edf_count = 0
yosysWarningCount = 2018
syn_avg_cell_area_sq_um = 7.53
syn-cell-area_sq_um = 46000
ys_cells = 6108
ys.flop_type = "dlxtn_1"
synth-seq-cells = 1024
synthArstFlopShare_pct = 0
ys_area_sq_um = 46000
synth_cell_types = 91
syn_inst = 6108

[floorplanning]
die_y_um = 341
io_pins = 112
die_x_um = 341
fp_util_pct = 40.6
rows = 123

[clock_tree]
hold_buffers = 0
cts_resized = 0
cts_setup_buffers = 0

[sta]
unclocked_regs = 1024
untimed_endpoints = 1024
[synthesized netlist by cell type, types with 21 or more instances]
master / instances / area, sq um
a2111oi_0: 51 / 447
mux2_2: 282 / 3180
o211ai_1: 37 / 278
inv_1: 313 / 1170
mux2i_1: 294 / 2940
nor4_1: 78 / 488
o21ai_0: 292 / 1460
nand3_1: 114 / 571
nand4_1: 99 / 619
a21oi_1: 135 / 676
o22ai_1: 167 / 1040
a22o_1: 97 / 850
nor2_1: 231 / 867
clkbuf_1: 427 / 1600
a2bb2oi_1: 30 / 263
nand2_1: 1168 / 4380
a221o_1: 46 / 460
nor3_1: 58 / 290
buf_1: 53 / 199
a32oi_1: 21 / 184
or4_1: 35 / 263
o32a_1: 24 / 240
dlxtn_1: 1024 / 15400
a22oi_1: 248 / 1860
a221oi_1: 145 / 1270
o2bb2ai_1: 87 / 762
a211oi_1: 80 / 601
a31oi_1: 45 / 282
buf_2: 64 / 320
[kinds of logic after synthesis]
| group | Yosys count | synth area share [%] |
|---|---|---|
| latches | 1024 | 33.5 |
| compound gates | 1689 | 26.8 |
| buf+inv | 883 | 7.43 |
| other cells | 1 | 0.00816 |
| simple gates | 1925 | 18.8 |
| mux | 583 | 13.5 |
| xor+xnor | 3 | 0.0572 |
[per-layer routing]
layer	GRT overflow	GRT usage (%)
met4	17	76.0
met3	3	75.5
met5	1	67.1
met1	2	84.7
met2	10	90.7
[stage by stage]
stage | hold slack (ns) | total power, uW | utilization [%] | cells
floorplan | 17.40 | 420 | - | 6139
global placement | 18.28 | 629 | 45.9 | 7765
CTS | 18.28 | 637 | 45.9 | 7765
detailed placement | 18.27 | 634 | 45.9 | 7765
Power figures rest on the tool's default switching activity, not on a simulated workload.
