`./design.v`:
```
module EMBuffer (  
    input clk_i,
	input [1:0] branchType_i,
    input jump_i,
	input memToRead_i,
	input memToReg_i,
	input memToWrite_i,
	input regWrite_i,
    input zf_i,
    input sign_i,
    input [31:0] branchAddr_i,
    input [31:0] aluResult_i,
    input [31:0] rtData_i,
    input [4:0] writeAddrReg_i,
    input [31:0] jumpAddr_i,
	output reg [1:0] branchType_o,
    output reg jump_o,
	output reg memToRead_o,
	output reg memToReg_o,
	output reg memToWrite_o,
	output reg regWrite_o,
    output reg zf_o,
    output reg sign_o,
    output reg [31:0] branchAddr_o,
    output reg [31:0] aluResult_o,
    output reg [31:0] rtData_o,
    output reg [4:0] writeAddrReg_o,
    output reg [31:0] jumpAddr_o
);
    initial branchType_o = 2'b00;
    initial jump_o = 1'b0;
    always @(posedge clk_i) begin
        branchType_o = branchType_i;
        jump_o = jump_i;
        memToRead_o = memToRead_i;
        memToReg_o = memToReg_i;
        memToWrite_o = memToWrite_i;
        regWrite_o = regWrite_i;
        zf_o = zf_i;
        sign_o = sign_i;
        branchAddr_o = branchAddr_i;
        aluResult_o = aluResult_i;
        rtData_o = rtData_i;
        writeAddrReg_o = writeAddrReg_i;
        jumpAddr_o = jumpAddr_i;
    end
endmodule
```
`./run.sh`:
```
#!/bin/bash
# OpenROAD 26Q1-2900-gdf79404cd8, Yosys 0.63+post, stock flow scripts
make -C /OpenROAD-flow-scripts/flow DESIGN_CONFIG=/design/flow/config.mk WORK_HOME=/design/flow/orfs finish
```
`./config.mk`:
```
export PLATFORM = sky130hd
export DESIGN_NAME = EMBuffer
export DESIGN_NICKNAME = EMBuffer
export VERILOG_FILES = /design/flow/design.v
export SDC_FILE = /design/flow/constraint.sdc
export NUM_CORES = 4
export LEC_CHECK = 1
export CORE_AREA = 10 10 141 141
export DIE_AREA = 0 0 151 151
```
`./constraint.sdc`:
```
current_design EMBuffer

set clk_period 1.0
set clk_io_pct 0.2

create_clock -name clk0 -period $clk_period [get_ports {clk_i}]

set non_clock_inputs [all_inputs -no_clocks]
set_input_delay [expr $clk_period * $clk_io_pct] -clock clk0 $non_clock_inputs
set_output_delay [expr $clk_period * $clk_io_pct] -clock clk0 [all_outputs]
```
==> tab_implementation.tex <==
% Table of physical implementation metrics
\begin{tabular}{lr}
\hline
Metric & Value \\
\hline
\multicolumn{2}{l}{\textbf{Drt}} \\
First-pass iteration count of the detailed router & 4 \\
Count of unresolved DRC violations after routing & 0 \\
Initial DRC Count & 43 \\
Wire length per cell & 15.2 um \\
Total via count in the routed design & 2,160 \\
Detailed Route WL & 10.3 mm \\
DRT antenna net count & 0 \\
Average via count per standard cell & 3.20 \\
Ant diodes & 0 \\
\multicolumn{2}{l}{\textbf{Power}} \\
Power, Total & 12.7 mW \\
Proportion of power drawn by combinational gates & 6.3\% \\
Pwr/cell area & 2180 nW/um\^{}2 \\
Switching Fraction & 18.5\% \\
Leakage power summed over all cells & 2.59 nW \\
Switching component of the power & 2.35 mW \\
Maximum ir drop on the vdd rail & 0.00135 V \\
Clock share of power & 46.4\% \\
Share of power burned in registers & 47.3\% \\
Internal power & 10.4 mW \\
\multicolumn{2}{l}{\textbf{Clock network}} \\
Sinks on the clock net & 142 \\
Clock slew at the register clock pins of the worst setup and hold paths & 0.05 ns \\
Clock root buffer & sky130\_fd\_sc\_hd\_\_clkbuf\_16 \\
Clk buf depth & 2 \\
TritonCTS clock tree & done \\
H-tree depth & 4 \\
Hold-fix buffers at CTS & 0 \\
Total CTS buffers & 17 \\
\multicolumn{2}{l}{\textbf{Die}} \\
Die area & 22,800 um\^{}2 \\
Core Footprint & 16,700 um\^{}2 \\
Die y size & 151 um \\
Pre-Place Util & 17.0\% \\
Number of rows created at floorplan & 47 \\
Horizontal die dimension & 151 um \\
Number of primary I/O pins & 285 \\
\multicolumn{2}{l}{\textbf{Synthesis}} \\
Number of warnings issued by yosys & 1 \\
Synth Seq Share & 100\% \\
Count of mapped cells out of synthesis & 142 \\
Yosys cell types & 1 \\
\# Cells Yosys & 142 \\
Number of storage elements in the synthesis netlist & 142 \\
Average size of a mapped cell & 20.0 um\^{}2 \\
Mapped cell area & 2840 um\^{}2 \\
Area of the synthesized netlist per yosys stat & 2840 um\^{}2 \\
\multicolumn{2}{l}{\textbf{Worst hold path}} \\
Worst hold path endpoint & jumpAddr\_o[8]\$\_DFF\_P\_ \\
Count of cells along the worst hold path & 1 \\
Min-delay worst type & in -> reg \\
Origin of the worst min-delay path & jumpAddr\_i[8] \\
\multicolumn{2}{l}{\textbf{Placement}} \\
Number of buffers inserted by port buffering & 284 \\
HPWL reported at the end of detailed placement & 8.36 mm \\
Placed cell areas & 5960 um\^{}2 \\
Gp weighted congestion & 0.800 \\
\multicolumn{2}{l}{\textbf{Timing}} \\
Slack of the critical path & -0.0225 ns \\
Final Hold Slack & 0.231 ns \\
Slew at the pin with the worst max-slew slack & 0.176 ns \\
Final period utilization & 102\% \\
Count of pins over their slew limit & 0 \\
Total count of hold-check failures in the final report & 0 \\
Top achievable clock speed & 978 MHz \\
Final setup TNS & -0.270 ns \\
Final critical path time including I/O delays and setup & 1.02 ns \\
Setup repair after global routing missed its margin & yes \\
Worst rel slew slack & 88.2\% \\
Final setup violation count & 46 \\
\multicolumn{2}{l}{\textbf{Critical path}} \\
WS Path Type & reg -> out \\
Critical path fanouts, max & 1 \\
Critical Path, Cell by Cell & buf\_6 \\
Setup crit start kind & flop \\
Standard cell with the maximum stage delay on the critical path & sky130\_fd\_sc\_hd\_\_dfxtp\_2 \\
Buf+Inv Stages, Crit Path & 1 \\
Data required time at the worst endpoint & 0.80 ns \\
Crit path max-delay family & flip-flops \\
Peak per-stage delay on the critical path & 0.31 ns \\
Arrival time of the worst setup path & 0.82 ns \\
Endpoint kind of the worst setup timing path & output pin \\
\multicolumn{2}{l}{\textbf{Global routing}} \\
Number of antenna violations at the first check in global routing & 0 \\
Global-route usage over all layers & 8.26\% \\
M1 GR Usage & 8.47\% \\
Largest net degree at the start of global routing & 17 \\
Grt peak-use layer & met2 \\
Via count of the first global-routing pass & 2,371 \\
Met3 usage in global routing & 5.60\% \\
Grt total ovfl & 0 \\
Met2 track demand over resource in global routing & 13.8\% \\
Wire length of the first global-routing pass & 14.1 mm \\
\multicolumn{2}{l}{\textbf{Final layout}} \\
Number of fillers in the final layout & 1,678 \\
\#MultiIn Comb & 0 \\
Share of final-layout standard cells stronger than drive strength 1 & 39.3\% \\
Most common logic cells in the final layout & sky130\_fd\_sc\_hd\_\_clkdlybuf4s50\_1, sky130\_fd\_sc\_hd\_\_buf\_2, sky130\_fd\_sc\_hd\_\_dfxtp\_1 \\
Post-route cell area & 5840 um\^{}2 \\
Most common cell after layout, fill and taps aside & sky130\_fd\_sc\_hd\_\_clkdlybuf4s50\_1 \\
Area Overhead vs Synth & 105\% \\
Multi-input combinational cell area & 0 um\^{}2 \\
\multicolumn{2}{l}{\textbf{Job}} \\
Max-cap violations & 0 \\
Tool Warnings & 27 \\
\multicolumn{2}{l}{\textbf{Status}} \\
Violations in the final reports & negative setup slack \\
Outcome & complete, but fails checks \\
\hline
\end{tabular}
[timing repair]
action / 4_1_cts / 5_1_grt
endpoints found under the setup margin: 142 / 142
resized: 457 / 5
setup buffers: 0 / 0
[sequential cells by signal (all words and copies together), names as in the netlist]
register / cells
aluResult_o: 32
branchAddr_o: 32
branchType_o: 2
jumpAddr_o: 32
jump_o: 1
memToRead_o: 1
memToReg_o: 1
memToWrite_o: 1
regWrite_o: 1
rtData_o: 32
sign_o: 1
writeAddrReg_o: 5
zf_o: 1
[through the flow]
step | instances | util, % | worst slack [ns]
after floorplan | 142 | - | 0.538
after global placement | 646 | 35.7 | -0.0407
after detailed placement | 646 | 35.7 | -0.0443
after CTS | 675 | 34.9 | -0.0648
after global routing | 675 | 34.9 | -0.0753
final | 675 | 34.9 | -0.0225
[final cells by class]
class / count / area (um^2) / share of cell area (%)
repair buffers: 284 / 2150 / 36.8
flip-flops and latches: 142 / 2860 / 48.9
clock inverters: 7 / 90.1 / 1.54
well taps: 220 / 275 / 4.72
clock buffers: 22 / 464 / 7.95
[how the worst max path moves through the flow]
| stage | from | endpoint | slack, ns | depth (start not counted) |
|---|---|---|---|---|
| global route | jumpAddr_o[30]$_DFF_P_ | jumpAddr_o[30] | -0.08 | 1 |
| finish | jumpAddr_o[8]$_DFF_P_ | jumpAddr_o[8] | -0.02 | 1 |
| CTS | branchAddr_o[17]$_DFF_P_ | branchAddr_o[17] | -0.06 | 1 |
[layer usage]
layer	share of wire, %	vias up
met5	0	-
met4	1.6	0
met3	15	7
met2	49	163
met1	34	947
li1	-	1043
[Yosys cell counts]
cell / instances / area (um^2)
sky130_fd_sc_hd__dfxtp_1: 142 / 2840
[cells by family (layout without fill, tap and decap cells)]
kind of cell  count (synthesis)  after routing  share of synthesized area (%)
flops                       142            142                            100
buf+inv                       0            313                              0
[power by group through the flow]
stage	Clock, mW	Combinational [mW]	Sequential [mW]
final	5.90	0.802	6.03
after global routing	6.37	0.880	6.06
after CTS	6.12	0.829	6.03
Power figures rest on the tool's default switching activity, not on a simulated workload.
