File: flow/config.mk
export PLATFORM = sky130hd
export DESIGN_NAME = DEBuffer
export DESIGN_NICKNAME = DEBuffer
export VERILOG_FILES = /design/flow/design.v
export SDC_FILE = /design/flow/constraint.sdc
export NUM_CORES = 4
export LEC_CHECK = 1
export CORE_AREA = 10 10 205 205
export DIE_AREA = 0 0 215 215
File: flow/constraint.sdc
current_design DEBuffer

set clk_period 1.0
set clk_io_pct 0.2

create_clock -name clk0 -period $clk_period [get_ports {clk_i}]

set non_clock_inputs [all_inputs -no_clocks]
set_input_delay [expr $clk_period * $clk_io_pct] -clock clk0 $non_clock_inputs
set_output_delay [expr $clk_period * $clk_io_pct] -clock clk0 [all_outputs]
File: flow/design.v
module DEBuffer (  
    input clk_i,
    input regDst_i,
	input [1:0] branchType_i,
    input jump_i,
	input memToRead_i,
	input memToReg_i,
	input [3:0] aluOp_i,
	input memToWrite_i,
    input aluSrcA_i,
	input aluSrcB_i,
	input regWrite_i,
    input [31:0] nextInstrAddr_i,
    input [31:0] rsData_i,
    input [31:0] rtData_i,
    input [31:0] signExtend_i,
    input [4:0] rtAddr_i,
    input [4:0] rdAddr_i,
    input [5:0] funct_i,
    input [4:0] shamt_i,
    input [25:0] jumpAddr_i,
	output reg regDst_o,
	output reg [1:0] branchType_o,
    output reg jump_o,
	output reg memToRead_o,
	output reg memToReg_o,
	output reg [3:0] aluOp_o,
	output reg memToWrite_o,
    output reg aluSrcA_o,
	output reg aluSrcB_o,
	output reg regWrite_o,
    output reg [31:0] nextInstrAddr_o,
    output reg [31:0] rsData_o,
    output reg [31:0] rtData_o,
    output reg [31:0] signExtend_o,
    output reg [4:0] rtAddr_o,
    output reg [4:0] rdAddr_o,
    output reg [5:0] funct_o,
    output reg [4:0] shamt_o,
    output reg [25:0] jumpAddr_o
);
    initial branchType_o = 2'b0;
    initial jump_o = 1'b0;
    always @(posedge clk_i) begin
        regDst_o = regDst_i;
        branchType_o = branchType_i;
        jump_o = jump_i;
        memToRead_o = memToRead_i;
        memToReg_o = memToReg_i;
        aluOp_o = aluOp_i;
        memToWrite_o = memToWrite_i;
        aluSrcA_o = aluSrcA_i;
        aluSrcB_o = aluSrcB_i;
        regWrite_o = regWrite_i;
        nextInstrAddr_o = nextInstrAddr_i;
        rsData_o = rsData_i;
        rtData_o = rtData_i;
        signExtend_o = signExtend_i;
        rtAddr_o = rtAddr_i;
        rdAddr_o = rdAddr_i;
        funct_o = funct_i;
        shamt_o = shamt_i;
        jumpAddr_o = jumpAddr_i;
    end
endmodule
File: flow/run.sh
#!/bin/bash
# OpenROAD 26Q1-2900-gdf79404cd8, Yosys 0.63+post, stock flow scripts
make -C /OpenROAD-flow-scripts/flow DESIGN_CONFIG=/design/flow/config.mk WORK_HOME=/design/flow/orfs finish
==> impl_metrics.csv <==
group,metric,value,unit
setup_path,crit_type,"flip-flop to output pin",
placed_design,dpl_cell_area,8210,um2
placed_design,port_buffers,378,
detailed_routing,drtIter0Drc,104,
cells_and_area,syn2layout_area_growth,108,%
cells_and_area,stdcell_count,1110,
worst_hold_path,hold_class,"primary input to flip-flop",
setup_path,worst-path-max-fanout,1,
setup_path,cp-end-kind,"output pin",
yosys,ys_types,1,
timing,worstMarginPinSlew,0.285,ns
job,warnings,27,
yosys,ys.flops,189,
pwr,vdd_ir_drop_max,1.11,mV
detailed_routing,dr.pass1.iters,3,
clocking,cts_root_buf,"clkbuf_16",
timing,final.min_clock_period,1.07,ns
clocking,post-cts-setup-buffer-count,0,
placed_design,dp.cells,1078,
timing,relSlewSlack,80.9,%
yosys,ys_warn_count,1,
timing,finalSetupTns,-7.28,ns
timing,finalCritPeriodShare,107,%
clocking,cts_max_level,4,
cells_and_area,finish.utilization,20.9,%
worst_hold_path,min_from,"signExtend_i[0]",
floorplan,fp.dieW,215,um
clocking,clk_path_buf_depth,2,
worst_hold_path,hold_end,"signExtend_o[0]$_DFF_P_",
job,cap_violations,0,
setup_path,path_buffers,1,
yosys,ys_seq_share,100,%
setup_path,crit_chain,"buf_2",
floorplan,dieArea,46200,um2
yosys,syn_inst,189,
grt,antenna_found_initial,0,
worst_hold_path,whs_path_depth,1,
timing,finalMaxSlewViolations,0,
status,violations,"negative setup slack",
cells_and_area,logic_area,0,um2
timing,hold_viol_final,0,
grt,grt_max_degree,19,
setup_path,critPathArrivalTime,0.87,ns
clocking,cts_sinks,189,
floorplan,die_h,215,um
setup_path,max_stage_delay,0.32,ns
cells_and_area,layout-drive-gt1-share,39.6,%
floorplan,coreArea,37600,um2
detailed_routing,detail-route-antenna-nets,0,
setup_path,cp.required,0.80,ns
grt,track_usage,5.88,%
yosys,postSynthAreaPerCell,20.0,um2
grt,grt.overflow.total,0,
floorplan,fp_util,10.1,%
detailed_routing,num_vias,2806,
setup_path,critical_path.slowest_cell,"dfxtp_2",
cells_and_area,logic_gates,0,
detailed_routing,vias_per_cell,2.53,
clocking,cts_inserted_buffers,17,
pwr,power.total,15600,uW
pwr,leakagePower,0.00336,uW
grt,grt_first_pass_wirelength,20700,um
clocking,cts_tree,"done",
timing,clock.fmax,0.938,GHz
timing,setup_slack,-0.0665,ns
status,outcome,"finished with violations",
cells_and_area,layout_top_cell,"clkdlybuf4s50_1",
clocking,clkTransAtPathRegs,0.07,ns
pwr,p_per_area,1980,nW/um2
yosys,ys_cells,189,
floorplan,io_pins,379,
setup_path,critPathLaunch,"rtData_o[19]$_DFF_P_",
yosys,syn-cell-area,3780,um2
floorplan,rows,71,
setup_path,crit_family,"flip-flops",
setup_path,crit_path_start_kind,"flip-flop",
detailed_routing,finalWirelength,14000,um
grt,grt_pass1_vias,3009,
detailed_routing,drt-wirelength-per-cell,12.6,um
cells_and_area,final_cell_mix,"clkdlybuf4s50_1 (189), buf_2 (185), dfxtp_1 (172)",
detailed_routing,diodes,0,
yosys,ys_area,3780,um2
cells_and_area,fin_area,7870,um2
timing,rsz0062_at_grt,"true",
detailed_routing,remaining_drc_errors,0,
placed_design,gp_congestion,0.746,
timing,finalSetupViolCount,189,
## layout make-up
| class | instances | area, um2 |
|---|---|---|
| repair buffers | 378 | 2860 |
| clock buffers | 19 | 443 |
| well taps | 511 | 639 |
| fillers | 4117 | 29700 |
| clock inverters | 13 | 119 |
| flip-flops and latches | 189 | 3800 |
## metrics by stage
step / setup WS [ns] / hold slack [ns]
2_1_floorplan: 0.538 / 0.228
3_3_place_gp: -0.0189 / 0.649
3_5_place_dp: -0.0259 / 0.652
4_1_cts: -0.126 / 0.144
5_1_grt: -0.124 / 0.158
6_report: -0.0665 / 0.188
## cell usage after synthesis (all sizes together)
library cell  instances  area share [%]
dfxtp               189             100
## logic make-up (layout without fill, tap and decap cells)
| kind of cell | count (synthesis) | after routing | share of synthesized area, % |
|---|---|---|---|
| buf+inv | 0 | 410 | 0 |
| flops | 189 | 189 | 100 |
## timing repair
| action | in CTS | in global routing |
|---|---|---|
| setup endpoints to repair | 189 | 189 |
| endpoints found under the hold margin | 0 | 0 |
| hold buffers | 0 | 0 |
| gates resized | 611 | 10 |
## how the worst max path moves through the flow
stage | slack [ns] | endpoint | cells after the start
after CTS | -0.13 | jumpAddr_o[17] | 1
after global routing | -0.12 | rsData_o[29] | 1
final | -0.07 | rtData_o[19] | 1
## routing by layer
metal | GRT usage, % | vias up | part of all wire [%]
met3 | 3.37 | 10 | 12
met2 | 9.41 | 186 | 47
met1 | 6.71 | 1227 | 38
met4 | 1.27 | 0 | 2.3
li1 | - | 1383 | -
met5 | 0 | - | 0
## where the power goes
group | switching, uW | internal, uW | leakage [uW]
Clock | 3120 | 3360 | 0.000277
Combinational | 182 | 888 | 0.00149
Sequential | 77.5 | 7930 | 0.00159
Total | 3380 | 12200 | 0.00336
## sequential cells by signal (all words and copies together) (netlist names), 2 cells and up
signal	cells
signExtend_o	32
jumpAddr_o	26
rtAddr_o	5
shamt_o	5
rtData_o	32
aluOp_o	4
branchType_o	2
nextInstrAddr_o	32
funct_o	6
rsData_o	32
rdAddr_o	5
Power and IR drop assume default switching activity.
